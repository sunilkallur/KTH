File: flow/design.v
module add_8x6_100(A, B, Z);
    input [7 : 0] A;
    input [5 : 0] B;
    output [7 : 0] Z;
    assign Z = A + B;
endmodule
File: flow/config.mk
export PLATFORM = sky130hd
export DESIGN_NAME = add_8x6_100
export DESIGN_NICKNAME = add_8x6_100
export VERILOG_FILES = /design/flow/design.v
export SDC_FILE = /design/flow/constraint.sdc
export NUM_CORES = 4
export LEC_CHECK = 1
export CORE_AREA = 10 10 70 70
export DIE_AREA = 0 0 80 80
File: flow/constraint.sdc
current_design add_8x6_100

set clk_period 3.1
set clk_io_pct 0.2

create_clock -name clk0 -period $clk_period

set non_clock_inputs [all_inputs -no_clocks]
set_input_delay [expr $clk_period * $clk_io_pct] -clock clk0 $non_clock_inputs
set_output_delay [expr $clk_period * $clk_io_pct] -clock clk0 [all_outputs]
File: flow/run.sh
#!/bin/bash
# OpenROAD 26Q1-2900-gdf79404cd8, Yosys 0.63+post, stock flow scripts
make -C /OpenROAD-flow-scripts/flow DESIGN_CONFIG=/design/flow/config.mk WORK_HOME=/design/flow/orfs finish
==> flow_summary.json <==
{
  "ant_nets": 0,
  "grt_pass1_vias": 414,
  "setup_slack_ns": 0.0433,
  "drt_iter0_drc": 19,
  "rsz0062_at_grt": "true",
  "fin_area_sq_um": 659,
  "ios": 22,
  "cp.required_ns": 2.48,
  "period_needed_ns": 3.06,
  "io_buffers": 22,
  "critPathCaptureType": "output pin",
  "cp_slowest_stage_delay_ns": 0.41,
  "clkbuf_count": 0,
  "worst_pin_slew_ns": 0.286,
  "yosys_cells": 38,
  "top_cell_area_share_pct": 26.0,
  "p_per_area_mw_per_mm2": 177,
  "warning_count": 33,
  "ys_seq_share_pct": 0,
  "antenna_found_initial": 0,
  "drcViolationCount": 0,
  "post_dp_cell_area_sq_um": 612,
  "wl_um": 1130,
  "leakage_nw": 0.276,
  "crit_type": "in2out",
  "hold_viol_final": 0,
  "place_ws_ns": -0.337,
  "ys_area_sq_um": 289,
  "dr_total_vias": 380,
  "die-area_sq_mm": 0.00640,
  "crit_path_cell_trace": "clkdlybuf4s50_1 -> ha_2 -> buf_4 -> a211oi_4 -> buf_4 -> nor3_2 -> o31a_1 -> xor2_1 -> dlygate4sd2_1",
  "final_cell_mix": "clkdlybuf4s50_1, buf_4, a21oi_1",
  "fmax_mhz": 327,
  "lay_top_count": "clkdlybuf4s50_1",
  "hpwlAfterDp_um": 931,
  "min_path_type": "in2out",
  "cp_top_family": "buffers and inverters",
  "hold_buffers": 0,
  "crit_arrival_ns": 2.44,
  "area_growth_pct": 128,
  "syn-instance-count": 38,
  "fp.dieH_um": 80,
  "die_x_um": 80,
  "peakVddDrop_v": 0.0000673,
  "rows": 21,
  "cpMaxStageDelayCell": "clkdlybuf4s50_1",
  "cp-start-kind": "input pin",
  "cpMostUsedCell": "buf_4",
  "slew_violations": 0,
  "dr.pass1.iters": 2,
  "yosysTopAreaCell": "ha_1",
  "grt.total_usage_pct": 3.51,
  "ys_types": 20,
  "core_area_sq_mm": 0.00342,
  "syn_area_per_cell_sq_um": 7.61,
  "grt_pass1_wl_um": 1920,
  "area_leaders": "ha_1, xnor2_1, a21oi_1",
  "maxCapViolations": 0,
  "path_buffers": 4,
  "slew_headroom_pct": 80.9,
  "finalCritPeriodShare_pct": 98.6,
  "avgViaCountPerCell": 3.33,
  "synth_area_sq_um": 289,
  "place_congestion": 0.843,
  "flop-count": 0,
  "grt_max_degree": 6,
  "wl_per_cell_um": 9.87,
  "grt_overflow": 0,
  "initCoreUtil_pct": 8.46,
  "tns_ns": 0,
  "status": "finished clean",
  "setup_viol": 0,
  "crit_fanout": 2,
  "diodes": 0,
  "ys_warn_count": 0,
  "drive_gt1_share_pct": 25.0,
  "seq_area_sq_um": 0
}
-- per-stage QoR --
step                      std cells  util (%)  hold WS, ns  power [mW]
final                           114      19.3         2.00       0.117
after global placement          112      17.9         2.19       0.111
after global routing            114      19.3         2.03       0.132
after CTS                       114      18.9         2.01       0.116
after floorplan                  38         -         1.27      0.0417
after detailed placement        112      17.9         2.19       0.113
-- Yosys cell counts (all sizes together) --
cell type / n
xnor2: 3
a211oi: 1
ha: 6
o211ai: 1
a21oi: 5
o21bai: 1
or4: 1
nand3: 1
nor2b: 2
inv: 5
o21ai: 2
o31a: 2
nor2: 1
xor2: 1
o21a: 1
a21o: 1
fa: 1
nor3: 2
nand2: 1
-- kinds of logic (layout without fill, tap and decap cells) --
| group | after synthesis | in the layout | share of synthesized area (%) |
|---|---|---|---|
| and+or+nand+nor | 8 | 8 | 17.3 |
| xor gates and xnor gates | 4 | 4 | 12.1 |
| adders and majority gates | 7 | 7 | 32.9 |
| AOI/OAI and AO/OA | 14 | 14 | 31.2 |
| buffers and inverters | 5 | 35 | 6.49 |
-- worst min-delay path: stages --
cell             delay [ns]
clkdlybuf4s50_1        0.42
xor2_1                 0.14
dlygate4sd2_1          0.21
-- report_power, final --
part	internal [mW]	switching, mW	leakage [nW]	total [mW]
registers	0	0	0	0
logic	0.0755	0.0415	0.276	0.117
clock network	0	0	0	0
total	0.0755	0.0415	0.276	0.117
-- repair_timing --
item,CTS,global route
pin swaps,7,1
resized,14,2
gates cloned,0,0
setup buffers,2,0
setup endpoints to repair,5,4
-- layer usage --
metal	part of all wire (%)	vias to the layer above	wire length [um]	track usage (%)
met5	0	-	0	0
li1	-	198	-	-
met1	57	161	639	5.42
met2	28	21	317	4.25
met3	15	0	169	1.93
met4	0	0	0	0
-- final timing paths --
path / from / to / slack (ns) / cells after the start
min: A[7] / Z[7] / 2.00 / 3
max: B[0] / Z[7] / 0.04 / 9
-- cell type report --
cell class                      count  area (sq um)
Fill cell                         395          2760
Multi-Input combinational cell     33           309
Timing Repair Buffer               30           274
Tap cell                           46          57.6
Inverter                            5          18.8
Power figures rest on the tool's default switching activity, not on a simulated workload.
