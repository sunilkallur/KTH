<file path="design/flow/config.mk">
export PLATFORM = sky130hd
export DESIGN_NAME = DUT_rtl
export DESIGN_NICKNAME = DUT_rtl
export VERILOG_FILES = /design/flow/design.v
export SDC_FILE = /design/flow/constraint.sdc
export NUM_CORES = 4
export LEC_CHECK = 1
export CORE_UTILIZATION = 50
</file>
<file path="design/flow/constraint.sdc">
current_design DUT_rtl

set clk_period 5.3
set clk_io_pct 0.2

create_clock -name clk0 -period $clk_period [get_ports {clk}]

set non_clock_inputs [all_inputs -no_clocks]
set_input_delay [expr $clk_period * $clk_io_pct] -clock clk0 $non_clock_inputs
set_output_delay [expr $clk_period * $clk_io_pct] -clock clk0 [all_outputs]
</file>
<file path="design/flow/run.sh">
#!/bin/bash
# OpenROAD 26Q1-2900-gdf79404cd8, Yosys 0.63+post, stock flow scripts
make -C /OpenROAD-flow-scripts/flow DESIGN_CONFIG=/design/flow/config.mk WORK_HOME=/design/flow/orfs finish
</file>
<file path="design/flow/design.v">
module DUT_rtl(clk, reset, sample, result);
  input clk;
  input reset;
  input signed [7:0] sample;
  output signed [7:0] result;
  wire signed [7:0] i_0;
  wire signed [7:0] i_1;
  wire signed [7:0] i_2;
  wire signed [7:0] i_3;
  wire signed [7:0] i_4;
  FIR_behavior FIR_behavior(.clk(clk), .reset(reset), .sample(sample), .result(
               result), .i_0(i_0), .i_1(i_1), .i_2(i_2), .i_3(i_3), .i_4(i_4));
endmodule
module FIR_behavior(clk, reset, sample, result, i_0, i_1, i_2, i_3, i_4);
  input clk;
  input reset;
  input signed [7:0] sample;
  output reg signed [7:0] result;
  output reg signed [7:0] i_0;
  output reg signed [7:0] i_1;
  output reg signed [7:0] i_2;
  output reg signed [7:0] i_3;
  output reg signed [7:0] i_4;
  reg [7:0] result_d;
  reg [7:0] i_0_d;
  reg [7:0] i_1_d;
  reg [7:0] i_2_d;
  reg [7:0] i_3_d;
  reg [7:0] i_4_d;
  always @(posedge clk or posedge reset)  
    begin : FIR_behavior_seq_block
      if (reset)  
      result <= 8'h0;
      else  
      result <= result_d;
    end
  always @(posedge clk)  
    begin
      i_0 <= i_0_d;
      i_1 <= i_1_d;
      i_2 <= i_2_d;
      i_3 <= i_3_d;
      i_4 <= i_4_d;
    end
  always @(*) begin : FIR_behavior_combinational
      reg [6:0] add_ln36_unr0_z;
      reg [7:0] add_ln36_unr1_0_z;
      reg [7:0] add_ln36_unr2_0_z;
      reg [7:0] add_ln36_unr1_z;
      reg [7:0] add_ln36_unr2_z;
      reg [6:0] add_ln36_unr3_z;
      reg [7:0] add_ln36_unr4_z;
      add_ln36_unr0_z = sample[7:1] + i_0[6:0];
      add_ln36_unr1_0_z = {i_1[6:0], 1'b0} + i_1;
      add_ln36_unr2_0_z = {i_2[6:0], 1'b0} + i_2;
      i_0_d = sample;
      i_1_d = i_0;
      i_2_d = i_1;
      i_3_d = i_2;
      i_4_d = i_3;
      add_ln36_unr1_z = {add_ln36_unr0_z, sample[0]} + add_ln36_unr1_0_z;
      add_ln36_unr2_z = add_ln36_unr1_z + add_ln36_unr2_0_z;
      add_ln36_unr3_z = add_ln36_unr2_z[7:1] + i_3[6:0];
      add_ln36_unr4_z = {add_ln36_unr3_z, add_ln36_unr2_z[0]} + i_4;
      result_d = add_ln36_unr4_z;
    end
endmodule
</file>
==> flow_summary_export.csv <==
group,metric,value,unit
grt,grt_pass1_wl,6.60,mm
floorplan,chipArea,5070,sq um
grt,grtUsageTotal,17.0,%
detailed_routing,ant_nets,0,
worst_hold_path,hold_depth,0,
synth,synth_cells,205,
clock_network,clock-sinks,48,
setup_path,critical_path_required,5.48,ns
clock_network,cts_tree,"built",
setup_path,end_kind,"flip-flop",
final_timing,holdWs,0.336,ns
floorplan,ios,18,
outcome,violations,"negative setup slack",
synth,yosysChipArea,2390,sq um
placed_design,placed_area,2810,sq um
clock_network,hold_buffers,0,
layout,stdcell_count,313,
setup_path,cp_max_fo,3,
setup_path,cp-start-kind,"input port",
flow_run,log.warning_count,29,
synth,synth_flop_count,48,
detailed_routing,drcViolationCount,0,
setup_path,critical_path_arrival,5.69,ns
setup_path,r2r_end,"FIR_behavior.result[7]$_DFF_PP0_",
final_timing,finalCritPeriodShare,104,%
final_timing,fin_tns_setup,-0.247,ns
synth,yosysTopAreaCell,"dfxtp_1",
setup_path,r2r_slack,0.29,ns
grt,grt_pass1_vias,1594,
final_timing,worstMarginPinSlew,0.340,ns
final_timing,setup_viol,3,
placed_design,portBuffers,17,
clock_network,cts-root-buf,"clkbuf_8",
placed_design,hpwl,2.58,mm
detailed_routing,drt_iter0_drc,50,
flow_run,maxCapViolations,0,
synth,synthDistinctLibCells,16,
final_timing,worst_clock_skew,0.0108,ns
floorplan,coreArea,4470,sq um
clock_network,numCtsBuffers,5,
final_timing,fin_crit,5.51,ns
clock_network,cts.path.max_buffers,2,
synth,synth_area_per_cell,11.7,sq um
layout,final_area,3160,sq um
detailed_routing,antenna_cells,0,
worst_hold_path,worstHoldStart,"FIR_behavior.i_0[7]$_DFF_P_",
synth,yosysCellCount,205,
detailed_routing,drt-total-wl,3.51,mm
final_timing,finalMaxSlewViolations,0,
final_timing,fin_ws,-0.209,ns
final_timing,hold_viol,0,
floorplan,rows,24,
detailed_routing,wl_per_cell,11.2,um
synth,ys_seq_share,41.8,%
grt,grt-ovfl-total,0,
worst_hold_path,hold_path.class,"flip-flop to flip-flop",
synth,area_leaders,"dfxtp_1 (33%), fa_1 (18%), ha_1 (13%)",
setup_path,r2r_start,"FIR_behavior.i_0[0]$_DFF_P_",
grt,antenna_found_initial,0,
grt,grt_max_degree,16,
placed_design,gp_congestion,0.763,
floorplan,die_y,71.2,um
layout,areaGrowthSynthToFinish,32.0,%
setup_path,criticalPathCategory,"input port to flip-flop",
floorplan,die_x,71.2,um
detailed_routing,drtPass1Iterations,19,
synth,top_area_share,33.5,%
final_timing,slew_headroom,77.2,%
clock_network,clk_pin_slew,0.09,ns
clock_network,insertion_delay,0.30,ns
placed_design,place_inst,291,
final_timing,grt_setup_unrepaired,"true",
layout,finish.utilization,70.6,%
layout,layout-drive-gt1-share,27.2,%
synth,synth_area,2390,sq um
setup_path,r2r_cells,22,
detailed_routing,num_vias,1463,
final_timing,fmaxAchievable,182,MHz
synth,yosysWarnings,1,
detailed_routing,routed_via_density,4.67,
worst_hold_path,holdPathEnd,"FIR_behavior.i_1[7]$_DFF_P_",
outcome,status,"finished with violations",
clock_network,h-tree-depth,2,
floorplan,initial_core_util,53.5,%
-- layout make-up --
type	count	area, sq um
multi-input combinational	118	1430
fill	301	1320
sequential	48	1000
timing repair buffer	48	418
inverter	39	146
clock buffer	6	82.6
tap	52	65.1
clock inverter	2	12.5
-- per-layer routing --
metal  up-vias  share of wire (%)  track usage, %  routed length [um]
li1        746                  -               -                   -
met1       686                 50            27.0                1760
met2        26                 45            26.2                1590
met3         5                3.5            4.05                 123
met4         0                1.1            2.00                  39
met5         -                  0               0                   0
-- cells by family after synthesis --
group	Yosys count	synth area share [%]
AND/OR/NAND/NOR	12	2.04
flip-flops	48	41.8
buffers and inverters	39	6.12
adder cells (fa/ha/maj)	47	31.5
AND-OR/OR-AND	31	7.74
XOR/XNOR	28	10.8
-- what timing repair did --
item,CTS,global route
endpoints found under the hold margin,0,0
endpoints found under the setup margin,5,4
gates resized,24,12
buffers inserted,15,2
pin swaps,30,18
-- worst max-delay path by stage --
| stage | start | to | slack (ns) |
|---|---|---|---|
| after CTS | sample[1] | FIR_behavior.result[7]$_DFF_PP0_ | -0.24 |
| after global routing | sample[1] | FIR_behavior.result[7]$_DFF_PP0_ | -0.43 |
| final | sample[1] | FIR_behavior.result[7]$_DFF_PP0_ | -0.21 |
-- placed cells by master, fill, tap and decap left out, drive strengths merged, types with 8 or more instances in the layout --
cell / instances
ha: 25
fa: 22
dfxtp: 40
buf: 33
a21oi: 16
inv: 41
nor2: 10
dfrtp: 8
xnor2: 22
clkdlybuf4s50: 13
-- cell usage after synthesis --
cell      instances
a21oi_1          16
xnor2_1          22
ha_1             25
dfrtp_1           8
a21o_1            5
inv_1            39
xor2_1            5
o21bai_1          6
xnor3_1           1
nor3_1            1
dfxtp_1          40
fa_1             22
nor2_1           10
o21a_1            1
o21ai_0           3
nor2b_1           1
-- critical path, stage by stage --
cell and delay (ns):
buf_6 0.10, ha_4 0.15, fa_2 0.53, fa_1 0.43, fa_1 0.51, inv_2 0.04
fa_1 0.49, inv_1 0.04, ha_2 0.17, buf_4 0.12, buf_4 0.12, a21o_1 0.15
a21oi_2 0.17, xnor2_1 0.09, ha_1 0.37, o21ai_2 0.08, nor2_1 0.15, a21oi_1 0.07
ha_1 0.32, o21a_1 0.14, nor2_1 0.04, a21oi_1 0.13, xnor3_1 0.23
-- through the flow --
| stage | setup WS, ns |
|---|---|
| after floorplan | -0.250 |
| after global placement | -0.900 |
| after detailed placement | -0.918 |
| after CTS | -0.237 |
| after global routing | -0.426 |
| final | -0.209 |
-- registers in the layout, summed over array words and instances (netlist names) --
signal,count
FIR_behavior.i_0,8
FIR_behavior.i_1,8
FIR_behavior.i_2,8
FIR_behavior.i_3,8
FIR_behavior.i_4,8
FIR_behavior.result,8
