--- flow/design.v ---
module add_8_100(A, B, Z);
    input [7 : 0] A;
    input [7 : 0] B;
    output [7 : 0] Z;
    assign Z = A + B;
endmodule
--- flow/run.sh ---
#!/bin/bash
# OpenROAD 26Q1-2900-gdf79404cd8, Yosys 0.63+post, stock flow scripts
make -C /OpenROAD-flow-scripts/flow DESIGN_CONFIG=/design/flow/config.mk WORK_HOME=/design/flow/orfs finish
--- flow/config.mk ---
export PLATFORM = sky130hd
export DESIGN_NAME = add_8_100
export DESIGN_NICKNAME = add_8_100
export VERILOG_FILES = /design/flow/design.v
export SDC_FILE = /design/flow/constraint.sdc
export NUM_CORES = 4
export LEC_CHECK = 1
export CORE_AREA = 10 10 70 70
export DIE_AREA = 0 0 80 80
--- flow/constraint.sdc ---
current_design add_8_100

set clk_period 5.8
set clk_io_pct 0.2

create_clock -name clk0 -period $clk_period

set non_clock_inputs [all_inputs -no_clocks]
set_input_delay [expr $clk_period * $clk_io_pct] -clock clk0 $non_clock_inputs
set_output_delay [expr $clk_period * $clk_io_pct] -clock clk0 [all_outputs]
==> impl_metrics.py <==
# Metrics from the implementation run
metrics = {
    "outcome": {
        "outcome": "complete, no violations",
    },
    "grt": {
        "total_global_routing_overflow": 0,
        "grt_pass1_vias": 430,
        "grt_pass1_wl_um": 1930,
        "pin_count_of_the_biggest_net_entering_global_routing": 7,
        "groute.usage.overall_pct": 3.56,
        "grt_antenna_before_repair": 0,
    },
    "route": {
        "wire_per_inst_um": 10.1,
        "pre_repair_dr_iteration_count": 4,
        "route.antenna.diode_count": 0,
        "drt-vias-per-instance": 3.63,
        "drt_wl_total_um": 1130,
        "via_count": 407,
        "drc_errors": 0,
        "remaining_number_of_nets_flagged_by_the_antenna_check_after_routing": 0,
        "dr.first_iter.drc_count": 8,
    },
    "power_and_ir_drop": {
        "power_density_nw_per_um2": 98.4,
        "ir_drop_mv": 0.0329,
        "p_leak_nw": 0.242,
    },
    "place": {
        "dpl-instance-area_um2": 629,
        "numPortBuffers": 24,
        "estimated_wirelength_of_the_detail_placed_design_um": 1040,
        "routabilityCongestion": 0.708,
        "placement.setup.worst_slack_ps": 1390,
        "placedCellCount": 112,
    },
    "floorplanning": {
        "core_util_floorplan_pct": 9.71,
        "floorplan.io_pins": 24,
        "fp-row-count": 21,
        "die_area_um2": 6400,
        "die_h_um": 80,
        "floorplan.core_area_um2": 3420,
        "chipWidth_um": 80,
    },
    "timing": {
        "transition_at_the_pin_with_the_smallest_max_transition_slack_ps": 394,
        "final_period_util_pct": 75.5,
        "hold_vio_cnt_final": 0,
        "setup_violations": 0,
        "final.min_clock_period_ps": 4380,
        "setup_repair_after_global_routing_missed_its_margin": "no",
        "post-route-worst-setup-slack_ps": 1420,
        "setup_tns_ps": 0,
        "max_slew_margin_pct": 73.6,
        "fmax_mhz": 228,
        "final_max_slew_viol_count": 0,
    },
    "final_layout": {
        "stdcell_count": 112,
        "mostFrequentLayoutCell": "clkdlybuf4s50_1",
        "clkbuf_count": 0,
        "final_util_pct": 18.4,
        "final_cell_area_um2": 629,
        "final_sequential_cell_count": 0,
        "regArea_um2": 0,
        "layout-drive-gt1-share_pct": 1.52,
        "syn_to_final_growth_pct": 89.8,
        "final_cell_mix": "clkdlybuf4s50_1 (24), ha_1 (7), inv_1 (5), a21oi_1 (5), o211ai_1 (3)",
    },
    "critical_path": {
        "timing.critical_path.fanout_max": 3,
        "worstSetupStartpointType": "input port",
        "worst_setup_path_endpoint": "Z[6]",
        "worst-setup-path-type": "in -> out",
        "cp.required_ps": 4640,
        "data_arrival_time_of_the_critical_path_ps": 3220,
        "cp-end-kind": "output pin",
        "list_of_cells_traversed_by_the_critical_path": "clkdlybuf4s50_1 > ha_1 > inv_1 > fa_1 > nor2b_4 > o31a_1 > o311ai_1 > clkdlybuf4s50_1",
        "cpMaxStageDelayCell": "clkdlybuf4s50_1",
        "crit_path_frequent_cell": "clkdlybuf4s50_1",
        "slowest_delay_ps": 520,
        "critical_path.startpoint": "A[0]",
    },
    "worst_hold_path": {
        "hold_path_class": "in -> out",
        "worst_hold_startpoint": "B[0]",
    },
    "synthesis": {
        "postSynthCellCount": 42,
        "yosys-stat-cells": 42,
        "synth.yosys.seq_area_share_pct": 0,
        "syn_area_um2": 332,
        "synth.yosys.chip_area_um2": 332,
        "synth.distinct_cells": 23,
        "synth.avg_cell_area_um2": 7.89,
        "synth_warnings": 0,
    },
    "clock_tree": {
        "number_of_buffers_inserted_by_hold_repair_at_cts": 0,
        "post_cts_buffers": 0,
        "ctsResizeCount": 0,
    },
    "run": {
        "warning_count": 32,
        "max_cap_violations": 0,
    },
}
-- cell families (layout without fill, tap and decap cells) --
family	count (synthesis)	count (layout)	share of synthesized area (%)
AOI/OAI and AO/OA	18	18	37.4
xor gates and xnor gates	4	4	10.6
adders and majority gates	8	8	32.5
buffers and inverters	5	29	5.66
and+or+nand+nor	7	7	14.0
-- routing by layer --
| layer | up-vias | part of all wire (%) | track usage, % | wire length (µm) |
|---|---|---|---|---|
| met3 | 0 | 15 | 1.70 | 172 |
| met1 | 178 | 46 | 4.82 | 524 |
| li1 | 211 | - | - | - |
| met5 | - | 0 | 0 | 0 |
| met2 | 18 | 38 | 5.30 | 436 |
| met4 | 0 | 0 | 0 | 0 |
-- critical path: cells and delay by family --
family	cells	cell delay [ps]
compound gates	2	520
fa+ha+maj	2	480
buf+inv	3	990
simple gates	1	60
-- metrics by stage --
stage                     hold slack, ps  total power, mW
after floorplan                     2390           0.0263
after global placement              3380           0.0628
after detailed placement            3360           0.0630
final                               3350           0.0619
after CTS                           3360           0.0635
after global routing                3390           0.0703
-- worst min-delay path by stage --
stage         slack, ps    to  depth (start not counted)
CTS                3360  Z[0]                          3
global route       3390  Z[0]                          3
finish             3350  Z[0]                          3
-- synth_stat cells --
cell type,n,area [µm²]
nor2b_1,1,6.26
xnor2_1,2,17.5
o2bb2ai_1,1,8.76
a21oi_1,5,25.0
o311ai_1,1,8.76
nor3_1,1,5.00
o211ai_1,3,22.5
xor2_1,2,17.5
o21ai_0,2,10.0
inv_1,5,18.8
a21o_1,1,7.51
nand2b_1,1,6.26
nor3b_1,1,7.51
ha_1,7,87.6
a211oi_1,1,7.51
nor2_1,1,3.75
a221oi_1,1,8.76
nor2b_4,1,13.8
o31a_1,1,8.76
o21a_1,1,7.51
fa_1,1,20.0
nand2_1,1,3.75
o311ai_0,1,8.76
-- cell type report --
class              count  area [µm²]
fillers              401        2790
inverters              5        18.8
multi-input cells     37         313
well taps             46        57.6
repair buffers        24         240
-- power by group --
group / internal, mW / switching [mW]
Combinational: 0.0402 / 0.0217
Clock: 0 / 0
Sequential: 0 / 0
Power is estimated from default activity; no workload was simulated.
